$ cat flow/design.v
`timescale 1ns / 1ps
module Branch_Target_Buffer(
PC,
PC_ip,
PC_predicted_ip,
taken_ip,
PC_predicted,
taken,
WriteEntry,
FindinBTB,
clk
    );
input [31:0] PC,PC_ip, PC_predicted_ip;
input clk, taken_ip; 
input [2:0] WriteEntry; 
output [31:0] PC_predicted;
output taken, FindinBTB;
reg FindinBTB;
reg [65:0] LookUp [7:0]; 
integer i;
integer CurrentLoc; 
reg [32:0] Intermediate;
reg flag;
initial 
begin
		for(i=0;i<8;i=i+1)
		begin
			LookUp[i] = 66'd0;
		end
		CurrentLoc = 3'd0;
		Intermediate = 33'd0;
		FindinBTB = 1'b0;
		flag =0;
		i = 0;
end
always @ (PC, WriteEntry, PC_predicted_ip, taken_ip, PC_ip)
begin
	if (WriteEntry[1:0])
	begin
		if (WriteEntry[0])
		begin
			for(i=0;i<8;i=i+1)
			begin
				if(LookUp[i][65:33] == {1'b1, PC_ip})
				begin
					LookUp[i] = {1'b1, PC_ip, PC_predicted_ip, taken_ip};   
				end
			end
		end
		else if (WriteEntry[1]) 
		begin
			LookUp[CurrentLoc] = {1'b1, PC_ip, PC_predicted_ip, taken_ip}; 
   		CurrentLoc = CurrentLoc + 1; 
		end
		FindinBTB = 1'b0;
	end
	else
	begin
		FindinBTB = 1'b0;
		for(i=0;i<8;i=i+1)
		begin
			if (LookUp[i][65:33] == {1'b1, PC})
			begin
				Intermediate = LookUp[i][32:0];
				FindinBTB = 1'b1;
			end
		end
	end
end
assign {PC_predicted, taken} = Intermediate;
endmodule
$ cat flow/run.sh
#!/bin/bash
# OpenROAD 26Q1-2900-gdf79404cd8, Yosys 0.63+post, stock flow scripts
make -C /OpenROAD-flow-scripts/flow DESIGN_CONFIG=/design/flow/config.mk WORK_HOME=/design/flow/orfs finish
$ cat flow/config.mk
export PLATFORM = sky130hd
export DESIGN_NAME = Branch_Target_Buffer
export DESIGN_NICKNAME = Branch_Target_Buffer
export VERILOG_FILES = /design/flow/design.v
export SDC_FILE = /design/flow/constraint.sdc
export NUM_CORES = 4
export LEC_CHECK = 1
export CORE_UTILIZATION = 40
$ cat flow/constraint.sdc
current_design Branch_Target_Buffer

set clk_period 11.2
set clk_io_pct 0.2

create_clock -name clk0 -period $clk_period

set non_clock_inputs [all_inputs -no_clocks]
set_input_delay [expr $clk_period * $clk_io_pct] -clock clk0 $non_clock_inputs
set_output_delay [expr $clk_period * $clk_io_pct] -clock clk0 [all_outputs]
==> impl_metrics.tcl <==
# implementation run metrics
set metrics [dict create \
    first_pass_iters 17 \
    io_buffer_count 133 \
    p_int_uw 305.9 \
    ir_drop_v 0.00002451 \
    drt-vias-per-instance 5.490 \
    die_w_um 213.7 \
    clock_power_share 0 \
    drt_iter0_markers 1038 \
    grt_setup_unrepaired "no" \
    worst_ep_required_time_ns 8.96 \
    ys_chip_area_um2 17920 \
    p_sw_uw 268.1 \
    vias 14170 \
    ys.warnings.count 298 \
    timing.slew.headroom 0.2170 \
    worst_setup_path_end_kind "primary output" \
    p_total_uw 574.0 \
    core_area_um2 44220 \
    fin_util 0.4579 \
    drv_cap 0 \
    die_height_um 213.7 \
    yosys-stat-cells 1886 \
    cp_cell_sequence "clkdlybuf4s50_1 > buf_4 > xnor2_1 > nand4_1 > nor4_1 > and4_2 > buf_4 > or2_1 > nor2_1 > a311oi_1 > clkdlybuf4s50_1" \
    fp-row-count 77 \
    lay_top_count "dlxtn_1" \
    status "completed" \
    hold_path_depth 3 \
    setup_slack_ns 3.095 \
    setup_viol 0 \
    worst_hold_slack_ns 5.588 \
    overflow 0 \
    cts_hold_buffers 0 \
    cp_slowest_cell "clkdlybuf4s50_1" \
    ff_type "dlxtn_1" \
    p_seq_frac 0.322 \
    comb_power_share 0.678 \
    p_per_area_nw_per_um2 28.35 \
    fp_util 0.4052 \
    lay_top_cells "564 x dlxtn_1, 260 x xnor2_1, 246 x xor2_1" \
    async_flop_share 0 \
    cp-start-kind "input pin" \
    antenna_found_initial 5 \
    untimed_endpoints 589 \
    antenna-diode-count 0 \
    drc_errors 0 \
    period_needed_ns 8.105 \
    finalCritPeriodShare 0.7237 \
    cts_setup_buffers 0 \
    tightest_slew_ns 1.145 \
    final.setup.tns_ns 0 \
    hold_viol 0 \
    area_delta_synth_final_pct 12.99 \
    placed_area_um2 20250 \
    dieArea_um2 45650 \
    fmax_mhz 123.4 \
    grt_max_degree 67 \
    cp.arrival_ns 5.86 \
    syn-instance-count 1886 \
    track_usage 0.2769 \
    wl_per_cell_um 23.44 \
    ant_nets 0 \
    hold_class "input pin to primary output" \
    drive_gt1_frac 0.07441 \
    crit_fanout 34 \
    io_pins 135 \
    edf_count 0 \
    syn-cell-area_um2 17920 \
    p_leak_nw 8.452 \
    fin_cells 2581 \
    unclocked_pins 564 \
    synth.avg_cell_area_um2 9.501 \
    ys_types 54 \
    routed_wl_mm 60.51 \
    tool_warnings 38 \
    ctsResizeCount 0 \
    swShare 0.4670 \
    path_class "input pin to primary output" \
    pre_cts_ws_ns 3.095 \
    dpl.hpwl_mm 38.95 \
    place_inst 2581 \
    grt_pass1_wl_mm 88.91 \
    fin_area_um2 20250 \
    slew_violations 0 \
    slowest_delay_ns 0.55 \
    gp_congestion 0.9318 \
    grt_pass1_vias 13500 \
    ys.flops 564 \
]
[cell usage after synthesis, drive strengths merged, types with 2 or more instances]
library cell | instances | area [um2]
a2111oi | 5 | 43.79
a21oi | 7 | 35.03
a221oi | 32 | 455.4
a31oi | 33 | 206.5
and3 | 5 | 31.28
buf | 56 | 342.8
clkbuf | 80 | 300.3
dlxtn | 564 | 8470
ha | 6 | 75.07
inv | 42 | 157.7
mux2 | 2 | 22.52
mux2i | 32 | 320.3
nand2 | 13 | 48.80
nand3 | 18 | 90.09
nand4 | 111 | 694.4
nand4b | 2 | 17.52
nor2 | 44 | 165.2
nor2b | 2 | 12.51
nor3 | 17 | 85.08
nor4 | 145 | 928.4
nor4b | 3 | 26.28
o21ai | 99 | 495.5
o31ai | 31 | 232.7
or2 | 2 | 12.52
or3 | 5 | 31.28
or4 | 6 | 45.04
xnor2 | 260 | 2277
xor2 | 246 | 2155
[layer usage]
| layer | track usage | routed length [um] |
|---|---|---|
| met1 | 0.3991 | 26040 |
| met2 | 0.4519 | 28680 |
| met3 | 0.03903 | 4231 |
| met4 | 0.06182 | 1537 |
| met5 | 0 | 29 |
[worst max-delay path: cells and delay by family]
family	cells	cell delay, ns
buffers and inverters	4	1.77
and+or+nand+nor	5	1.07
AOI/OAI and AO/OA	1	0.46
xor gates and xnor gates	1	0.23
[state kept, by name, summed over array words and instances, names as in the netlist]
| signal | flops |
|---|---|
| LookUp | 528 |
| Intermediate | 33 |
| CurrentLoc | 3 |
[power groups by stage]
stage                 registers (mW)  logic [mW]  clock network (mW)
after CTS                      0.185       0.388                   0
after global routing           0.197       0.417                   0
final                          0.185       0.389                   0
[area by class of cell]
cell class              instances  area [um2]
repair buffers                232        2074
multi-input cells            1151        8806
fillers                      4096       23970
well taps                     592       740.7
flip-flops and latches        564        8468
inverters                      42       157.7
[final timing paths]
kind / from / endpoint / slack (ns)
max: PC[20] / FindinBTB / 3.10
min: WriteEntry[1] / FindinBTB / 5.59
[cell families (layout without fill, tap and decap cells)]
group | after synthesis | count (layout) | share of synthesized area
AOI/OAI and AO/OA | 219 | 219 | 0.08756
xor gates and xnor gates | 506 | 506 | 0.2473
adders and majority gates | 6 | 6 | 0.004189
buffers and inverters | 178 | 274 | 0.04469
latches | 564 | 564 | 0.4727
muxes | 34 | 34 | 0.01913
other | 1 | 8 | 0.0002093
and+or+nand+nor | 378 | 378 | 0.1244
